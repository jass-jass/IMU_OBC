--- design/flow/design.v ---
module shift_register_sipo(clk,si,po);
input clk,si;
output reg [15:0]po;
reg counter = 0;
integer i;
always @(negedge clk)
	begin
		po[0] <= si;
		po[1] <= po[0];
		po[2] <= po[1];
		po[3] <= po[2];
		po[4] <= po[3];
		po[5] <= po[4];
		po[6] <= po[5];
		po[7] <= po[6];
		po[8] <= po[7];
		po[9] <= po[8];
		po[10] <= po[9];
		po[11] <= po[10];
		po[12] <= po[11];
		po[13] <= po[12];
		po[14] <= po[13];
		po[15] <= po[14];	
	end
endmodule
module shift_register_piso(clk,on,pi,so);
input clk, on;
input [15:0]pi;
reg [15:0]q;
output so;
reg load = 1'b1;
always @(posedge clk)
	if(on)
	begin
		if(load == 1'b1)
			begin
				q = pi;
				load <= 1'b0;
			end
		q[0] <= 1'b0;
		q[1] <= q[0];
		q[2] <= q[1];
		q[3] <= q[2];
		q[4] <= q[3];
		q[5] <= q[4];
		q[6] <= q[5];
		q[7] <= q[6];
		q[8] <= q[7];
		q[9] <= q[8];
		q[10] <= q[9];
		q[11] <= q[10];
		q[12] <= q[11];
		q[13] <= q[12];
		q[14] <= q[13];
		q[15] <= q[14];
	end
assign so = q[15];	
endmodule
module master(input [15:0]add, input clk, input cs, input MISO,
              output reg MOSI, output reg [15:0]data);
    reg state = 2'b00;
    reg si, on;
    wire [15:0]po;
    shift_register_sipo MISO_reg(clk, si, po);
    shift_register_piso MOSI_reg(clk, on, add, so);
    always@(clk)
        if(~cs)
            if(clk)
                case (state)
                00: begin
                        MOSI = 1'b1;     
                        state = 2'b01;
                        #2 on = 1;
                    end
                01: begin
                        MOSI = so;
                    end
                endcase
            else 
            begin
                si = MISO;
                data = po;
            end
endmodule
--- design/flow/run.sh ---
#!/bin/bash
# OpenROAD 26Q1-2900-gdf79404cd8, Yosys 0.63+post, stock flow scripts
make -C /OpenROAD-flow-scripts/flow DESIGN_CONFIG=/design/flow/config.mk WORK_HOME=/design/flow/orfs finish
--- design/flow/config.mk ---
export PLATFORM = sky130hd
export DESIGN_NAME = master
export DESIGN_NICKNAME = master
export VERILOG_FILES = /design/flow/design.v
export SDC_FILE = /design/flow/constraint.sdc
export NUM_CORES = 4
export LEC_CHECK = 1
export CORE_AREA = 10 10 104 104
export DIE_AREA = 0 0 114 114
--- design/flow/constraint.sdc ---
current_design master

set clk_period 2.2
set clk_io_pct 0.2

create_clock -name clk0 -period $clk_period [get_ports {clk}]

set non_clock_inputs [all_inputs -no_clocks]
set_input_delay [expr $clk_period * $clk_io_pct] -clock clk0 $non_clock_inputs
set_output_delay [expr $clk_period * $clk_io_pct] -clock clk0 [all_outputs]
==> Implementation_results.wiki <==
== Metrics ==
{| class="wikitable"
! Metric !! Value
|-
| # Cells Yosys || about 75
|-
| CP delay by family, top || latches
|-
| Remaining DRCs || 0
|-
| Total detailed-routing wirelength || between 2000 and 2500 um
|-
| Largest fanout of any net on the critical path || 1
|-
| Core region area || about 8700 um2
|-
| Antenna violation net count after detailed routing || 0
|-
| Mean instance size in the synthesized netlist || ~16 um2
|-
| Worst setup skew after layout || between 0.1 and 0.15 ns
|-
| Final tally of hold violations || 0
|-
| Placement Rows || 34
|-
| Fill cells || approximately 930
|-
| Pwr dens || 1140 nW/um2
|-
| First-pass iteration count of the detailed router || 2
|-
| Source-to-sink clock delay at the later pin of the worst-skew pair || 0.70 ns
|-
| Number of global-route vias before repair || a little under 900
|-
| Worst path cell trace || dlxtn_1, buf_2
|-
| Critical setup path kind || latch to output port
|-
| Final setup violation count || 16
|-
| Top cells by count, synth || 32 x sky130_fd_sc_hd__dfxtp_1, 19 x sky130_fd_sc_hd__dlxtn_1, 9 x sky130_fd_sc_hd__mux2_4
|-
| Per-cell routed wire length || 8.86 um
|-
| Endpoint required time on the critical path || around 1.8 ns
|-
| Antenna violations before repair || 0
|-
| X dimension of the die || about 110 um
|-
| Tally of OpenROAD warnings || 30
|-
| Violations in the final reports || negative setup slack
|-
| Tally of max-capacitance violations || 0
|-
| Number of buffers and inverters on the critical path || 1
|-
| EDFF count, synth || 0
|-
| Setup crit end kind || output port
|-
| Total power draw || 2.24 mW
|-
| GPL Wtd Cong || between 0.6 and 0.7
|-
| Post-CTS setup buffer count || 0
|-
| Overflow left after global routing || 0
|-
| Summed negative setup slack over all endpoints || -12.07 ns
|-
| Fraction of final layout cells sized beyond drive strength 1 || 38.8%
|-
| FP Util || between 10% and 20%
|-
| Maximum ir drop on the vdd rail || a little under 0.0005 V
|-
| Top-area cell share || a little over half
|-
| Total die size || around 13000 um2
|-
| Chip area line of the yosys report || 1190 um2
|-
| Tightest Hold Check Type || input port to clock gate
|-
| Boundary pin count || 36
|-
| Cell type with the highest aggregate area in the netlist || sky130_fd_sc_hd__dfxtp_1
|-
| Initial drt markers || 32
|-
| Clock tree from TritonCTS || built
|-
| Max Transition Viols Final || 0
|-
| Commonest flop || sky130_fd_sc_hd__dfxtp_1
|-
| Global-route wire length before repair || 3620 um
|-
| Number of input and output port buffers inserted || 34
|-
| Static leakage || around 0.93 nW
|-
| Vias/cell || about 2.9
|-
| Post-layout util || a little under a quarter
|-
| Total placed instance area || 1650 um2
|-
| Worst path slowest cell || sky130_fd_sc_hd__dlxtn_1
|-
| Yosys warns || 5
|-
| ANT cells || 0
|-
| Final instance area || roughly 2000 um2
|-
| Synth-to-layout area growth || 64.2%
|-
| Leading cell types by total area after synthesis || sky130_fd_sc_hd__dfxtp_1 54%, sky130_fd_sc_hd__dlxtn_1 24%, sky130_fd_sc_hd__mux2_4 11%, sky130_fd_sc_hd__mux2_2 4.7%, sky130_fd_sc_hd__buf_12 1.7%
|-
| Worst setup slack after placement || -0.469 ns
|-
| Worst Path Arrival || ~2.5 ns
|-
| Cell with the most instances after synthesis || sky130_fd_sc_hd__dfxtp_1
|-
| RSZ-0062 raised after global routing || yes
|-
| Post-synth design cell area || about 1200 um2
|-
| Largest net degree at the start of global routing || 12
|-
| Critical path's largest stage delay || 0.33 ns
|-
| Detailed placer's ending HPWL || between 1500 and 2000 um
|-
| Smallest setup slack after layout || -0.779 ns
|-
| Post-synthesis async set-or-reset flop share || 0%
|-
| Number of instances in the synthesized netlist || roughly 75
|-
| GRT Resource Usage Total || under 10%
|-
| Via count || around 750
|-
| Clock-pin slew of the registers on the worst-case setup and hold paths || 0.05 ns
|-
| Run status || finished, violations left
|-
| Tally of unique sky130hd cells used after synthesis || 12
|-
| Flip-flop and latch count after synthesis || just over 50
|-
| Kind of start point of the critical path || latch
|-
| Die extent in y || between 100 and 150 um
|}
-- cells by family after synthesis --
| kind of cell | synth area share [%] |
|---|---|
| latches | 23.9 |
| other cells | 0.629 |
| simple gates | 2.93 |
| flops | 53.6 |
| mux | 16.0 |
| buf+inv | 2.93 |
-- per-layer routing --
layer  up-vias  GRT usage [%]  part of all wire (%)
met5         -              0                     0
met2        32           4.78                    44
met3         4           3.56                    13
met1       339           3.31                    41
li1        377              -                     -
met4         0           1.75                   1.1
-- worst paths after layout --
path | endpoint | start | cells after the start | slack, ns
max | data[3] | data[3] | 2 | -0.78
min | clock gate | cs | 3 | 0.31
max reg2reg | MOSI | state | 1 | 0
min reg2reg | MISO_reg.po[14] | MISO_reg.po[13] | 0 | 0.34
max in group gated | clock gate | cs | 3 | 0.38
min in group clk0 | MISO_reg.po[14] | MISO_reg.po[13] | 0 | 0.34
-- tightest hold or removal path, stage by stage --
cell	delay (ns)
sky130_fd_sc_hd__clkdlybuf4s50_1	0.44
sky130_fd_sc_hd__dlygate4sd3_1	0.56
sky130_fd_sc_hd__dlygate4sd3_1	0.56
-- layout by cell type, fill, tap and decap left out, types with 2 or more instances in the layout --
cell	n
sky130_fd_sc_hd__dfxtp_1	32
sky130_fd_sc_hd__inv_1	16
sky130_fd_sc_hd__dlxtn_2	2
sky130_fd_sc_hd__nand2b_1	2
sky130_fd_sc_hd__mux2_2	5
sky130_fd_sc_hd__dlxtn_1	17
sky130_fd_sc_hd__clkbuf_8	17
sky130_fd_sc_hd__clkdlybuf4s50_1	17
sky130_fd_sc_hd__dlygate4sd3_1	2
sky130_fd_sc_hd__conb_1	2
sky130_fd_sc_hd__mux2_4	9
sky130_fd_sc_hd__buf_2	16
-- metrics by stage --
stage / hold WS [ns] / cells
floorplan: -0.660 / 75
global placement: -0.242 / 216
detailed placement: -0.236 / 216
CTS: 0.336 / 255
global route: 0.347 / 255
finish: 0.311 / 255
-- what timing repair did --
action                     4_1_cts  5_1_grt
gates resized                   49        2
setup endpoints to repair       17       16
gates cloned                     0        0
hold buffers                     2        0
hold endpoints to repair         2        0
-- where the power goes --
group | total [mW] | switching, mW | internal, mW
registers | 0.790 | 0.0185 | 0.771
logic | 0.0915 | 0.0186 | 0.0730
clock network | 1.36 | 0.422 | 0.934
total | 2.24 | 0.459 | 1.78
-- layout make-up --
| type | instances | area (um2) | area share [%] |
|---|---|---|---|
| repair buffers | 37 | 287 | 14.6 |
| multi-input cells | 21 | 234 | 11.9 |
| clock inverters | 20 | 119 | 6.06 |
| flip-flops and latches | 51 | 928 | 47.3 |
| well taps | 108 | 135 | 6.89 |
| clock buffers | 18 | 259 | 13.2 |
Power and IR drop assume default switching activity.
